$ cat design/flow/config.mk
export PLATFORM = sky130hd
export DESIGN_NAME = rom
export DESIGN_NICKNAME = rom
export VERILOG_FILES = /design/flow/design.v
export SDC_FILE = /design/flow/constraint.sdc
export NUM_CORES = 4
export LEC_CHECK = 1
export CORE_AREA = 10 10 70 70
export DIE_AREA = 0 0 80 80
$ cat design/flow/run.sh
#!/bin/bash
# OpenROAD 26Q1-2900-gdf79404cd8, Yosys 0.63+post, stock flow scripts
make -C /OpenROAD-flow-scripts/flow DESIGN_CONFIG=/design/flow/config.mk WORK_HOME=/design/flow/orfs finish
$ cat design/flow/constraint.sdc
current_design rom

set clk_period 1.4
set clk_io_pct 0.2

create_clock -name clk0 -period $clk_period

set non_clock_inputs [all_inputs -no_clocks]
set_input_delay [expr $clk_period * $clk_io_pct] -clock clk0 $non_clock_inputs
set_output_delay [expr $clk_period * $clk_io_pct] -clock clk0 [all_outputs]
$ cat design/flow/design.v
module rom(
    input [3:0] addr,
    input ROM_LOW_OE,
    output reg [7:0] data
);
    always @(addr or ROM_LOW_OE)
    begin
        if(ROM_LOW_OE)
        begin
            data = 8'bZZZZZZZZ;
        end
        else
        begin
            case(addr)
                4'h0: data = 8'b0000_1000;  
                4'h1: data = 8'b0001_1001;  
                4'h2: data = 8'b1000_1000;  
                4'h3: data = 8'b0010_1010;  
                4'h4: data = 8'b1000_1000;  
                4'h5: data = 8'b0110_1100;  
                4'h6: data = 8'b0101_0000;  
                4'h7: data = 8'b0101_0000; 
                4'h8: data = 8'b1000_1001; 
                4'h9: data = 8'b0000_1000;
                4'ha: data = 8'b0000_0001;
                4'hb: data = 8'b1000_0000;
                4'hc: data = 8'b0000_1111;  
                4'hd: data = 8'b1000_1000;  
                4'he: data = 8'b0111_0000;  
                4'hf: data = 8'b1111_1111;
            endcase
        end
    end
endmodule
==> qor.rpt <==
STATUS
--------------------------------------------------------------------------------
Result of the run                                                   complete, but fails checks
Violated checks                                                     negative setup slack

CRITICAL PATH
--------------------------------------------------------------------------------
Data arrival at the endpoint of the critical path                        1.24 ns
Critical path data required time                                         1.12 ns
Classification of the worst setup path                                    in2out
Kind of end point of the critical path                               output port
Total stage count of the critical path                                         6
Kind of start point of the critical path                            primary input
Largest incremental delay on the critical path                           0.44 ns
Worst setup path startpoint                                              addr[1]
Cell family with most CP delay                                      multiplexers
Highest net fanout along the worst path                                        2
Slowest library cell on the worst path                              sky130_fd_sc_hd__mux4_2
Critical path buffers and inverters                                            4
Destination of the critical timing path                                  data[7]
CP Cell Sequence                                                    buf_8 > inv_6 > ha_4 > inv_2 > mux4_2 > buf_2

TIMING
--------------------------------------------------------------------------------
Final period util                                                           109%
Final Hold Vio Count                                                           0
Worst Hold Margin                                                       0.909 ns
Slew headroom                                                              85.5%
Final critical path time including I/O delays and setup                  1.52 ns
RSZ-0062 raised after global routing                                         yes
Final number of setup-violating endpoints                                      4
Worst Max-Slew Pin Slew                                                 0.216 ns
Fin Setup TNS                                                          -0.241 ns
F_max                                                                    657 MHz
Number of pins with negative max-slew slack in the final report                0
Fin worst setup slack                                                  -0.122 ns

DETAILED ROUTING
--------------------------------------------------------------------------------
Starting DRC count in detailed routing                                         2
Final routed wirelength across all metal layers                           930 um
Routed via count                                                             296
Antenna cells                                                                  0
DRC errors left                                                                0
Via density per instance                                                    3.02
Iteration count of the initial detailed-routing pass                           2
Post-route antenna net violation count                                         0
Mean routed wirelength per cell                                          9.49 um

LOGIC SYNTHESIS
--------------------------------------------------------------------------------
Summed instance area of the synthesized netlist                         238 um^2
Fraction of the yosys area taken by sequential cells                          0%
Leading post-synthesis cells by cell area                           sky130_fd_sc_hd__ha_1 32%, sky130_fd_sc_hd__mux4_1 11%, sky130_fd_sc_hd__o2bb2ai_1 7.4%
Area of the synthesized netlist per yosys stat                          238 um^2
Mean instance size in the synthesized netlist                          8.49 um^2
Total number of yosys warnings                                                 2
Post-synth top area share                                                  31.6%
Cell count after synthesis                                                    28
Yosys stat cell total                                                         28
Cell taking the most area after synthesis                           sky130_fd_sc_hd__ha_1
Count of different cell masters after synthesis                               17

GLOBAL ROUTE
--------------------------------------------------------------------------------
Number of antenna violations at the first check in global routing              0
Global router's overall resource usage                                     2.89%
Largest net degree at the start of global routing                              8
Vias in the first global route                                               273
Global route overflow                                                          0
First-pass GRT wire length                                               1570 um

POWER
--------------------------------------------------------------------------------
Internal power contribution                                              86.2 uW
Reported net switching power                                             61.9 uW
Switching share of power                                                   41.8%
Maximum vdd drop                                                       0.0576 mV
Fraction of power consumed by combinational cells                         100.0%
Relative contribution of the clock network to total power                     0%
Flop pwr share                                                                0%
Cell area power density                                              262 mW/mm^2
Lkg Pwr                                                              0.000236 uW

FLOW RUN
--------------------------------------------------------------------------------
Number of maximum-capacitance violations                                       0
Total tool warning count                                                      40

FINAL LAYOUT
--------------------------------------------------------------------------------
Flip-flops                                                                     0
Clock buffer instance count of the final layout                                0
Fraction of final layout cells sized beyond drive strength 1               78.8%
Top logic cell by instance count in the layout                      sky130_fd_sc_hd__buf_4
Number of non-filler instances in the completed layout                        98
Filler Cells Inserted                                                        388
Storage element area                                                      0 um^2
Commonest cells after routing, fill and taps aside                  9 x sky130_fd_sc_hd__buf_4, 8 x sky130_fd_sc_hd__buf_2, 4 x sky130_fd_sc_hd__buf_6
Relative area change from synthesis to final layout                         137%

MIN PATH
--------------------------------------------------------------------------------
Worst min-delay path category                                             in2out

FLOORPLANNING
--------------------------------------------------------------------------------
Initial cell density of the core                                           6.96%
Core Footprint                                                      0.00342 mm^2
Die Wd                                                                     80 um
Total Die Area                                                      0.00640 mm^2
Floorplan die height                                                       80 um
Number of primary I/O pins                                                    13
Std cell rows                                                                 21

PLACED DESIGN
--------------------------------------------------------------------------------
Placed wire-length estimate                                               644 um
Pre-CTS setup slack                                                    -0.927 ns
Gp weighted congestion                                                     0.814
Port buffer count                                                             12
Number of instances in the placed design                                      93

worst min-delay path, cell delays in order:
cell and delay [ns]:
sky130_fd_sc_hd__buf_8 0.08, sky130_fd_sc_hd__buf_6 0.11, sky130_fd_sc_hd__a21oi_2 0.05, sky130_fd_sc_hd__buf_2 0.10
worst min-delay path by stage:
stage | endpoint | startpoint | cells past startpoint
after CTS | data[3] | addr[1] | 4
after global routing | data[3] | addr[1] | 4
final | data[3] | addr[1] | 4
per-layer routing:
| layer | GRT usage (%) | share of wire, % | routed length, um |
|---|---|---|---|
| met1 | 4.37 | 48 | 448 |
| met2 | 4.41 | 44 | 413 |
| met3 | 0.455 | 7.4 | 69 |
| met4 | 0 | 0 | 0 |
| met5 | 0 | 0 | 0 |
logic make-up after synthesis:
kind of cell / share of synthesized area, %
AND-OR/OR-AND: 21.6
XOR/XNOR: 3.68
multiplexers: 15.3
adder cells (fa/ha/maj): 31.6
buffers and inverters: 11.1
AND/OR/NAND/NOR: 16.8
cell usage after synthesis:
master / instances
sky130_fd_sc_hd__a211oi_1: 2
sky130_fd_sc_hd__a21oi_1: 1
sky130_fd_sc_hd__and3_1: 1
sky130_fd_sc_hd__buf_6: 1
sky130_fd_sc_hd__ha_1: 6
sky130_fd_sc_hd__inv_1: 4
sky130_fd_sc_hd__mux2i_1: 1
sky130_fd_sc_hd__mux4_1: 1
sky130_fd_sc_hd__nand2_1: 1
sky130_fd_sc_hd__nor2_1: 2
sky130_fd_sc_hd__nor2b_1: 1
sky130_fd_sc_hd__nor3b_1: 1
sky130_fd_sc_hd__o21ai_0: 1
sky130_fd_sc_hd__o2bb2ai_1: 2
sky130_fd_sc_hd__o32ai_1: 1
sky130_fd_sc_hd__or3b_1: 1
sky130_fd_sc_hd__xor2_1: 1
area by class of cell:
type               count  area [um^2]  area share (%)
multi-input cells     23          280            49.7
repair buffers        25          204            36.1
well taps             46         57.6            10.2
inverters              4         22.5            3.99
what timing repair did:
item,CTS,global route
hold buffers,0,0
gates resized,62,8
pin swaps,4,2
cloned,1,0
setup endpoints to repair,8,8
buffers inserted,3,1
metrics by stage:
stage	utilization [%]	cell area (um^2)	power, uW
6_report	16.5	564	148
3_3_place_gp	13.6	464	121
3_5_place_dp	13.6	464	121
5_1_grt	16.5	564	164
4_1_cts	15.9	544	141
2_1_floorplan	-	238	41.0
power groups by stage:
| stage | clock [uW] | sequential [uW] | combinational [uW] |
|---|---|---|---|
| CTS | 0 | 0 | 141 |
| global route | 0 | 0 | 164 |
| finish | 0 | 0 | 148 |
Power figures rest on the tool's default switching activity, not on a simulated workload.
