[flow/run.sh]
#!/bin/bash
# OpenROAD 26Q1-2900-gdf79404cd8, Yosys 0.63+post, stock flow scripts
make -C /OpenROAD-flow-scripts/flow DESIGN_CONFIG=/design/flow/config.mk WORK_HOME=/design/flow/orfs finish
[flow/config.mk]
export PLATFORM = sky130hd
export DESIGN_NAME = program_counter
export DESIGN_NICKNAME = program_counter
export VERILOG_FILES = /design/flow/design.v
export SDC_FILE = /design/flow/constraint.sdc
export NUM_CORES = 4
export LEC_CHECK = 1
export CORE_AREA = 10 10 70 70
export DIE_AREA = 0 0 80 80
[flow/constraint.sdc]
current_design program_counter

set clk_period 1.5
set clk_io_pct 0.2

create_clock -name clk0 -period $clk_period [get_ports {clk}]

set non_clock_inputs [all_inputs -no_clocks]
set_input_delay [expr $clk_period * $clk_io_pct] -clock clk0 $non_clock_inputs
set_output_delay [expr $clk_period * $clk_io_pct] -clock clk0 [all_outputs]
[flow/design.v]
module program_counter(
	input clk,
	input rst,
	input inc,
	input en,
	input ld,
	input [3:0] bus,
	output tri[3:0] out
);
reg[3:0] program_counter;
assign not_en= ~en;
tristatebuff_4bit tbuf(.in(program_counter), .out(out), .low_en(not_en));
always @(posedge clk, posedge rst) begin
	   if (rst) begin
		  program_counter <= 4'b0000;
	   end else if (inc) begin
		program_counter <= program_counter + 1;
	   end else if (ld) begin
		program_counter <= bus;
	end
end
endmodule
module tristatebuff_4bit(in, out, low_en);
    input [3:0] in; 
    input low_en; 
    output tri [3:0] out; 
    assign out = low_en ? 4'bZZZZ : in;  
endmodule
==> ci_impl_report.md <==
## Synthesis and layout report

| Metric | Value |
|---|---|
| Max-cap viol count | 0 |
| Cell area power density | 949 nW/um^2 |
| GR Layer Usage met1 | 3.14% |
| Clock buffer depth | 2 |
| CTS tree | yes |
| Vias in the first global route | 264 |
| Initial DRT Pass Iterations | 4 |
| Hold WS | around 260 ps |
| CP Capture Type | output pin |
| Pwr Total | 0.000416 W |
| Synthesized cell area | 244 sq um |
| Die span in y | approximately 80 microns |
| Post-Syn Area per Cell | 10.2 sq um |
| Global routing usage on met2 | 2.89% |
| Worst slack at placement | 65.5 ps |
| Top delay family on crit path | buffers and inverters |
| Largest register FFs | 4 |
| DR vias/cell | between 2 and 3 |
| # rows | 21 |
| Global-route wire length before repair | 1220 microns |
| Worst setup path endpoint | out[2] |
| Crit Path Max Fanout | 4 |
| RSZ-0062 raised after global routing | no |
| Grt peak-use layer | met1 |
| Critical Path Stages | 1 |
| Status | completed |
| H-tree depth | 1 |
| Setup crit start kind | register |
| Yosys xor share | 0% |
| Reg with most FFs | program_counter |
| Worst R2R Path Depth | 5 |
| Layout cell share with drive strength beyond 1 | 20.5% |
| Largest logic family | AND-OR/OR-AND gates |
| Worst setup margin | 79.9 ps |
| Post-route ant nets | 0 |
| Top cell excl fill/tap | clkdlybuf4s50_1 |
| Cell count in the Yosys report | 24 |
| Complex Gates by Area | around a quarter |
| Reg2Reg Setup Slack | 320 ps |
| Maximum vdd ir drop | 541 uV |
| R2R Path Start | program_counter[0] |
| Clock root buffer | clkbuf_4 |
| Die W | 80 microns |
| Worst-path clk slew | ~40 ps |
| Fin. Hold Viols | 0 |
| Ys flops | 4 |
| Cells after synthesis | 24 |
| Slew headroom | about four fifths |
| Top Layout Cells | 11 x clkdlybuf4s50_1, 4 x dfrtp_1, 3 x clkbuf_4 |
| Sequential fraction of the synthesis area | 41.0% |
| Total gr overflow | 0 |
| Log Warnings | 26 |
| Met3 Usage GRT | 2.73% |
| Fmax achieved | 704 MHz |
| Gr usage total | 2.51% |
| Worst hold-check path type | in2async |
| Number of I/O port buffers | 11 |
| Arrival @ worst endpoint | 1120 ps |
| Setup crit start | program_counter[2] |
| Final core utilization | 12.8% |
| Top flop regs | program_counter (4) |
| Cell Type Count | 17 |
| Detail Placement HPWL | a little under 600 microns |
| Bufs and invs on worst path | 1 |
| WL/cell | 8.26 microns |
| Worst reg2reg path endpoint | program_counter[2] |
| Full die area | 6400 sq um |
| Critical path class | reg2out |
| Antenna violations before repair | 0 |
| Routability cong. | 0.777 |
| CTS resizes | 0 |
| Clock Latency Late Sink | ~240 ps |
| Chip Area, Yosys | 244 sq um |
| Ant diodes | 0 |
| CTS Buf Count | 3 |
| Yosys simple share | 17.9% |
| TNS Setup | 0 ps |
| Lkg Pwr | 0.166 nW |
| DRC Markers | 0 |
| CP max stage delay | 500 ps |
| Vias | 234 |
| Yosys warnings | 3 |
| # clock sinks | 4 |
| Final Setup Violations | 0 |
| Floorplan utilization | approximately 7% |
| I/O Pins | 13 |
| Critical Path RT | 1200 ps |
| Crit-path slowest cell | clkdlybuf4s50_1 |
| Final period utilization | 94.7% |
| Synth-to-Final Area Change | 79.5% |
| Iteration-0 DRC count of the detailed router | 8 |
| Routed WL | 702 microns |
| Synth mux share | 4.10% |
| Core box area | 3420 sq um |
| Largest net degree at the start of global routing | 8 |
| Critical Path, Cell by Cell | clkdlybuf4s50_1 |
| Worst Tran Pin Value | 305 ps |
| Adder Share, Synth | under 10% |
| Final Max Slew Viols | 0 |
| Clk_skew | 2.68 ps |
| Minimum clock period | 1420 ps |
-- cells by family after synthesis --
family                   count (synthesis)
AND/OR/NAND/NOR                          7
buffers and inverters                    3
adder cells (fa/ha/maj)                  1
AND-OR/OR-AND                            8
flip-flops                               4
multiplexers                             1
-- layout make-up --
class                      count  area (sq um)
timing repair buffer          13           125
tap                           46          57.6
sequential                     4           100
clock buffer                   3          22.5
inverter                       2          7.51
multi-input combinational     17           125
fill                         399          2980
-- where the power goes --
part / total (W) / switching [W] / internal (W)
sequential: 0.000151 / 0.0000208 / 0.000130
clock: 0.000133 / 0.0000438 / 0.0000894
combinational: 0.000131 / 0.0000430 / 0.0000882
total: 0.000416 / 0.000108 / 0.000308
-- what timing repair did --
action	CTS	global route
setup endpoints to repair	0	1
hold buffers	0	0
endpoints found under the hold margin	0	0
setup buffers	0	1
-- worst register-to-register path, cell delays in order, from the launching register on --
cell and delay (ps):
dfrtp_1 390, buf_4 150, ha_1 200, inv_1 70, a21oi_2 50, o221a_1 220
-- synth_stat cells --
cell	n	share of area [%]
dfrtp_1	4	41
a21oi_1	2	4.1
inv_1	2	3.1
nand2_1	2	3.1
nand3_1	2	4.1
a211oi_1	1	3.1
a21oi_2	1	3.6
buf_6	1	4.6
ha_1	1	5.1
mux2i_1	1	4.1
nand2b_4	1	5.6
nor2_2	1	2.6
nor2b_1	1	2.6
o21a_1	1	3.1
o21ai_1	1	2.0
o221a_1	1	4.6
o22a_1	1	3.6
-- metrics by stage --
step	cell area, sq um	cells
2_1_floorplan	244	24
3_3_place_gp	408	81
4_1_cts	430	84
6_report	438	85
5_1_grt	438	85
3_5_place_dp	408	81
-- layer usage --
layer	share of wire (%)	vias up
met4	0	0
met3	16	0
met1	56	100
met2	29	15
li1	-	119
met5	0	-
-- worst min path at each step --
stage	slack [ps]	start	cells past startpoint	endpoint
after CTS	260	rst	2	program_counter[3]
after global routing	250	rst	2	program_counter[1]
final	260	rst	2	program_counter[2]
Power is estimated from default activity; no workload was simulated.
