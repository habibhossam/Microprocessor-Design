==> design/flow/config.mk <==
export PLATFORM = sky130hd
export DESIGN_NAME = alu
export DESIGN_NICKNAME = alu
export VERILOG_FILES = /design/flow/design.v
export SDC_FILE = /design/flow/constraint.sdc
export NUM_CORES = 4
export LEC_CHECK = 1
export CORE_AREA = 10 10 70 70
export DIE_AREA = 0 0 80 80
==> design/flow/constraint.sdc <==
current_design alu

set clk_period 5.8
set clk_io_pct 0.2

create_clock -name clk0 -period $clk_period

set non_clock_inputs [all_inputs -no_clocks]
set_input_delay [expr $clk_period * $clk_io_pct] -clock clk0 $non_clock_inputs
set_output_delay [expr $clk_period * $clk_io_pct] -clock clk0 [all_outputs]
==> design/flow/design.v <==
module alu(
           input [7:0] A,B,   
           input [1:0] ALU_Sel, 
           output [7:0] ALU_Out,  
           output CarryOut  
    );
    reg [7:0] ALU_Result;
    wire [8:0] tmp;
    assign ALU_Out = ALU_Result;  
    assign tmp = {1'b0,A} + {1'b0,B};
    assign CarryOut = tmp[8];  
    always @(*)
    begin
        case(ALU_Sel)
        2'b00:  
           ALU_Result = A + B ; 
        2'b01:  
           ALU_Result = A - B ;
         2'b10:  
           ALU_Result = A & B;
         2'b11:  
           ALU_Result = A ^ B;
          default: ALU_Result = A + B ; 
        endcase
    end
endmodule  
==> design/flow/run.sh <==
#!/bin/bash
# OpenROAD 26Q1-2900-gdf79404cd8, Yosys 0.63+post, stock flow scripts
make -C /OpenROAD-flow-scripts/flow DESIGN_CONFIG=/design/flow/config.mk WORK_HOME=/design/flow/orfs finish
==> flow_summary.yaml <==
# generated from flow reports
setup_path:
  worstSetupPathType: "in -> out"
  worst-endpoint-arrival_ps: 4010
  path_max_fanout: 7
  cp-end-kind: "primary output"
  start_kind: "input pin"
  cp.required_ps: 4640
  startpoint: "ALU_Sel[0]"
routing:
  dr.pass1.iters: 4
  wl_per_cell_um: 12.0
  vias_per_cell: 4.46
  vias: 771
  remaining_drc_errors: 0
  ant_nets: 0
  num_antenna_cells: 0
  routed_wl_um: 2070
  drtIter0Drc: 33
floorplan:
  die_height_um: 80
  coreArea_um2: 3420
  die-area_um2: 6400
  dieWidth_um: 80
  fp-row-count: 21
  initial_utilization_pct: 22.1
  io_pins: 27
sta:
  tightest_slew_ps: 454
  setup_violations: 0
  finalWorstSetupSlack_ps: 629
  finalClockPeriodUsage_pct: 89.2
  max_freq_mhz: 193
  setup_tns_ps: 0
  hold_violations: 0
  period_needed_ps: 5170
  slew_headroom_pct: 69.7
  slew_viol_final: 0
  rsz0062_at_grt: "false"
cts:
  cts_hold_buf: 0
  cts_resized: 0
  cts_setup_buffers: 0
finish:
  area.growth.synth_to_final_pct: 43.5
  clockBufferCount: 0
  combGateArea_um2: 712
  final_cell_mix: "27 x clkdlybuf4s50_1, 16 x ha_1, 9 x a21oi_1, 9 x nor2_1"
  final_common_cell: "clkdlybuf4s50_1"
  stdcell_count: 173
  seqCellArea_um2: 0
  fill_cells: 381
  flop-count: 0
  drive_above_1_share_pct: 3.94
global_route:
  grt_max_degree: 13
  grt_pass1_wl_um: 3580
  antenna_found_initial: 0
  grt-ovfl-total: 0
  grt_usage_pct: 6.63
  grt_pass1_vias: 796
synthesis:
  ys_area_um2: 756
  ys_seq_share_pct: 0
  yosysWarnings: 1
  syn_inst: 101
  syn_area_per_cell_um2: 7.48
  synth_area_um2: 756
  synth_cell_types: 27
  yosysCellCount: 101
placed_design:
  io_buffers: 27
  placed_cells: 173
  hpwl_um: 1830
  routabilityCongestion: 0.866
  dp_slack_ps: 636
power:
  power.static_leakage_nw: 0.473
  p_per_area_nw_per_um2: 112
  ir_drop_mv: 0.0390
run:
  warnings: 33
  max-cap-violations: 0
worst_hold_path:
  hold_class: "in -> out"
  hold_path_startpoint: "ALU_Sel[1]"
outcome:
  status: "finished, final reports clean"
-- routing by layer --
layer | wire length (um) | GRT usage, % | share of wire [%] | vias to the layer above
li1 | - | - | - | 420
met1 | 1010 | 8.51 | 49 | 340
met2 | 985 | 12.0 | 48 | 11
met3 | 80 | 1.02 | 3.9 | 0
met4 | 0 | 0 | 0 | 0
met5 | 0 | 0 | 0 | -
-- critical path, stage by stage --
cell             delay (ps)
clkdlybuf4s50_1         480
nor2b_1                 400
a31oi_1                 120
xnor2_1                 160
ha_1                    340
a21o_1                  200
or3_1                   310
o22ai_2                 120
xnor2_1                  80
a21oi_1                 150
clkdlybuf4s50_1         480
-- cells by family (layout without fill, tap and decap cells) --
logic type / Yosys count / count (layout) / synth area share, %
multiplexers: 7 / 7 / 9.60
AND-OR/OR-AND: 30 / 30 / 25.3
AND/OR/NAND/NOR: 24 / 24 / 16.2
buffers and inverters: 11 / 37 / 5.79
XOR/XNOR: 12 / 12 / 13.9
adder cells (fa/ha/maj): 17 / 17 / 29.1
-- layout make-up --
cell class	count	share of cell area [%]
Multi-Input combinational cell	90	65.6
Timing Repair Buffer	29	26.3
Tap cell	46	5.31
Inverter	8	2.77
-- report_power, final --
group	leakage, nW	total [W]	internal [W]	switching, W
clock network	0	0	0	0
logic	0.473	0.000121	0.0000705	0.0000507
registers	0	0	0	0
total	0.473	0.000121	0.0000705	0.0000507
-- path summary, 6_finish.rpt --
path	to	slack, ps	cells past startpoint
setup / recovery	ALU_Out[7]	630	11
hold / removal	ALU_Out[5]	3480	5
-- Yosys cell counts (all sizes together) (2+ instances only) --
library cell,instances,area [um^2]
o211ai,2,15.0
a21oi,9,45.0
inv,8,30.0
buf,2,10.0
mux2,2,22.5
a21o,4,30.0
xor2,4,35.0
nand2b,2,12.5
o21ai,6,30.0
mux2i,5,50.1
nor3b,2,15.0
ha,16,200
nor3,2,10.0
nor2b,4,25.0
nor2,9,33.8
a31oi,4,25.0
xnor2,8,70.1
nand2,3,11.3
-- through the flow --
step           hold WS [ps]  total power, W  area, um^2  util (%)
6_report               3480        0.000121        1080      31.8
5_1_grt                3560        0.000138        1080      31.8
4_1_cts                3490        0.000123        1080      31.8
3_5_place_dp           3470        0.000122        1080      31.8
3_3_place_gp           3490        0.000122        1080      31.8
2_1_floorplan          2470       0.0000692         756         -
Power figures rest on the tool's default switching activity, not on a simulated workload.
